## ./run.sh

```bash
#!/bin/bash
# OpenROAD 26Q1-2900-gdf79404cd8, Yosys 0.63+post, stock flow scripts
make -C /OpenROAD-flow-scripts/flow DESIGN_CONFIG=/design/flow/config.mk WORK_HOME=/design/flow/orfs finish
```

## ./config.mk

```make
export PLATFORM = sky130hd
export DESIGN_NAME = stream_arbiter
export DESIGN_NICKNAME = stream_arbiter
export VERILOG_FILES = /design/flow/design.v
export SDC_FILE = /design/flow/constraint.sdc
export NUM_CORES = 4
export LEC_CHECK = 1
export CORE_AREA = 10 10 95 95
export DIE_AREA = 0 0 105 105
export SYNTH_HDL_FRONTEND = slang
```

## ./constraint.sdc

```tcl
current_design stream_arbiter

set clk_period 5.1
set clk_io_pct 0.2

create_clock -name clk0 -period $clk_period [get_ports {clk}]

set non_clock_inputs [all_inputs -no_clocks]
set_input_delay [expr $clk_period * $clk_io_pct] -clock clk0 $non_clock_inputs
set_output_delay [expr $clk_period * $clk_io_pct] -clock clk0 [all_outputs]
```

## ./design.v

```verilog
module stream_arbiter #(
  parameter   T_DATA_WIDTH = 8,
              T_QOS__WIDTH = 4,
              STREAM_COUNT = 2,
              T_ID___WIDTH = $clog2(STREAM_COUNT)
)(
  input  logic                     clk,
  input  logic                     rst_n,
  input  logic [T_DATA_WIDTH-1:0]  s_data_i  [STREAM_COUNT-1:0],
  input  logic [T_QOS__WIDTH-1:0]  s_qos_i   [STREAM_COUNT-1:0],
  input  logic [STREAM_COUNT-1:0]  s_last_i,
  input  logic [STREAM_COUNT-1:0]  s_valid_i,
  output logic [STREAM_COUNT-1:0]  s_ready_o,
  output logic [T_DATA_WIDTH-1:0]  m_data_o,
  output logic [T_QOS__WIDTH-1:0]  m_qos_o,
  output logic [T_ID___WIDTH-1:0]  m_id_o,
  output logic                     m_last_o,
  output logic                     m_valid_o,
  input  logic                     m_ready_i
);
  logic [1:0]  qos_i, qos_i_d;
  prior i_prior(.*);
  enum logic [1:0]
  {
    IDLE    = 2'b00,
    BCAST   = 2'b01,
    RRBCAST = 2'b10,
    FRBCAST = 2'b11
  } state;
  always_ff @(posedge clk)
    if    (!rst_n)
    begin
      state <= IDLE;
    end
    else
    begin
      case(state)
      IDLE:
        if      (qos_i == 2'b11 & m_ready_i)
          state <= RRBCAST;
        else if (qos_i != 2'b0 & m_ready_i)
          state <= BCAST;
      RRBCAST:
        if  (s_last_i[0] & s_ready_o[0] & s_valid_i[0])
          state <= FRBCAST;
      FRBCAST:
        if  (s_last_i[1] & s_ready_o[1] & s_valid_i[1])
          state <= IDLE;
      BCAST:
        if  ((s_last_i[0] & s_ready_o[0] & s_valid_i[0]) | (s_last_i[1] & s_ready_o[1] & s_valid_i[1]))
          state <= IDLE;
      endcase
    end
  always_ff @(posedge clk)
    if  (!rst_n)
    begin
      m_valid_o <= '0;
      m_last_o  <= '0;
      m_id_o    <= '0;
      m_qos_o   <= '0;
      m_data_o  <= '0;
    end
    else
    begin
      m_valid_o <= s_valid_i[0] | s_valid_i[1];
      m_last_o  <= s_last_i[0]  | s_last_i[1];
      case(state)
        IDLE:
        begin
          qos_i_d <= qos_i;
          if      (qos_i == 2'b11)
          begin
            m_id_o    <= 1'b0;
            m_qos_o   <= s_qos_i[0];
            m_data_o  <= s_data_i[0];
          end
          else
          begin
            if (qos_i == 2'b01)
            begin
              m_id_o    <= 1'b0;
              m_qos_o   <= s_qos_i[0];
              m_data_o  <= s_data_i[0];
            end
            if (qos_i == 2'b10)
            begin
              m_id_o    <= 1'b1;
              m_qos_o   <= s_qos_i[1];
              m_data_o  <= s_data_i[1];
            end
          end
        end
        RRBCAST:
        begin
          m_data_o <= s_data_i[0];
        end
        FRBCAST:
        begin
          m_data_o <= s_data_i[1];
          m_qos_o  <= s_qos_i[1];
          m_id_o   <= 1;
        end
        BCAST:
        begin
          if      (s_last_i[0] | s_last_i[1])
            qos_i_d <= 'b0;
          if      (qos_i_d == 2'b01)
            m_data_o <= s_data_i[0];
          else if (qos_i_d == 2'b10)
            m_data_o <= s_data_i[1];
        end
      endcase
    end
  always_comb
  begin
    case(state)
      IDLE:
      begin
        s_ready_o = 2'b0;
        if      (qos_i == 2'b11)
          s_ready_o = 2'b01;
        else if (qos_i == 2'b01)
          s_ready_o = 2'b01;
        else if (qos_i == 2'b10)
          s_ready_o = 2'b10;
        else
          s_ready_o = 2'b0;
      end
      RRBCAST:
      begin
        s_ready_o = 2'b01;
      end
      FRBCAST:
      begin
        s_ready_o = 2'b10;
      end
      BCAST:
      begin
        if      (qos_i == 2'b11)
          s_ready_o = 2'b01;
        else if (qos_i == 2'b01)
          s_ready_o = 2'b01;
        else if (qos_i == 2'b10)
          s_ready_o = 2'b10;
        else
          s_ready_o = 2'b0;
      end
    endcase
  end
endmodule: stream_arbiter
module prior #(
  parameter T_QOS__WIDTH = 4,  
            STREAM_COUNT = 2
)(
  input  logic [T_QOS__WIDTH-1:0] s_qos_i   [STREAM_COUNT-1:0],
  input  logic [STREAM_COUNT-1:0] s_valid_i,
  output logic [STREAM_COUNT-1:0] qos_i
);
  always_comb
  begin
    qos_i = 2'b0;
    if    ( s_valid_i[0] &  s_valid_i[1])
    begin
      if      ((s_qos_i[0] >  s_qos_i[1]) & (s_qos_i[1] != 4'b0))
      begin
        qos_i = 2'b01;
      end
      else if ((s_qos_i[0] >  s_qos_i[1]) & (s_qos_i[1] == 4'b0))
      begin
        qos_i = 2'b11;
      end
      else if ((s_qos_i[0] <  s_qos_i[1]) & (s_qos_i[0] != 4'b0))
      begin
        qos_i = 2'b10;
      end
      else if ((s_qos_i[0] <  s_qos_i[1]) & (s_qos_i[0] == 4'b0))
      begin
        qos_i = 2'b11;
      end
      else if ((s_qos_i[0] == s_qos_i[1]))
      begin
        qos_i = 2'b11;
      end
    end
  if    ( s_valid_i[0] & ~s_valid_i[1])
    begin
      qos_i = 2'b01;
    end
    if    (~s_valid_i[0] &  s_valid_i[1])
    begin
      qos_i = 2'b10;
    end
  end
endmodule: prior  
```

==> summary.txt <==
Warnings from Yosys: 0
Largest net degree at the start of global routing: 21
Switching part of the total: 0.348
CTS buffer count: 3
Pre-CTS setup slack: 0.572 ns
HPWL Detailed: 3130 um
Crit Reg-Reg Endpoint: state[0]
Vias in the first global route: 1288
Min Tclk post-route: 4.53 ns
Total gr overflow: 0
DRC Markers: 0
Worst setup SP type: primary input
FF+latch count, synth: 21
Hold Fails Final Rpt: 0
Via Count: 1317
Core Footprint: 6910 um^2
Chip Area, Yosys: 1370 um^2
Chip Height: 105 um
Max IR drop VDD: 0.000158 V
Syn Inst Count: 158
Final Instance Area: 1960 um^2
Post-CTS sizing: 0
Final count of negative-setup-slack endpoints: 0
Synthesized area: 1370 um^2
Die Span X: 105 um
Number of port buffers: 47
Post-DRT Antenna Nets: 0
Area after DPL: 1910 um^2
Max clock buf depth: 2
Initial antenna violation count: 0
CP Class: primary input to output port
Row count: 30
Area Overhead vs Synth: 42.8%
Initial DRT Pass Iterations: 4
Flop pwr share: 0.376
Routed vias/inst: 4.40
Cell area leaders: dfxtp_1 31%, ha_1 11%, o21ai_0 5.5%
Yosys Instances: 158
R2r setup slk: 3.34 ns
First-pass GRT wire length: 6580 um
Synth Seq Share: 0.307
Clock H-tree levels: 1
EDFF count, synth: 0
Ports: 48
Clk latency of the worst-skew pair: 0.27 ns
Clk pin slew, worst setup/hold paths: 0.09 ns
NetSw: 237 uW
Setup ws final: 0.570 ns
Cell Type Count: 47
Fmax: 0.221 GHz
MaxCap Viol Count: 0
Pwr dens: 347 nW/um^2
Mapped Avg Cell Area: 8.68 um^2
Chip area: 11000 um^2
Worst-margin pin slew: 0.716 ns
Initial core utilization: 0.199
Comb pwr share: 0.450
Tot GR Track Use: 0.0699
Count of tool warnings: 31
RSZ-0062 raised after global routing: no
Area leader, netlist: dfxtp_1
Setup TNS: 0 ns
Initial detailed-routing violation count: 129
Hold path depth: 1
WHS: 0.477 ns
Max-area cell share: 0.307
Crit-path max FO: 4
Routed wire length: 3970 um
Total internal power: 443 uW
Post-synth ARST share: 0
Crit path DRT: 4.08 ns
# clock sinks: 21
Final slew viol count: 0
GPL Wtd Cong: 0.829
R2r startpoint: state[2]
Worst slew margin: 0.521
Critical Path AT: 3.51 ns
Hold Path Class: flip-flop to flip-flop
Fraction of layout cells with a size suffix above 1: 0.0739
# diodes: 0
TritonCTS clock tree: done
Hold_sp: qos_i_d[1]
Tcrit/Tclk final: 0.888
Worst hold endpoint: qos_i_d[1]
# Post-CTS Setup Buffers: 0
Status: finished, final reports clean
Part of the power in the clock network: 0.174
Hold-fix buffers at CTS: 0
Fillers: 737
Clk root buf: clkbuf_8
Setup crit end kind: output port
R2R depth: 4
Leak Pwr: 0.000763 uW
Top_reg_cell synth: dfxtp_1
Drt wl/cell: 13.3 um
Final clock skew: 0.00563 ns
power groups by stage:
| stage | clock network (uW) | registers, uW | logic, uW |
|---|---|---|---|
| 4_1_cts | 124 | 256 | 314 |
| 5_1_grt | 130 | 265 | 343 |
| 6_report | 118 | 256 | 306 |
how the worst max path moves through the flow:
stage                       from            to  slack (ns)  depth (start not counted)
after CTS             s_qos_i[5]  s_ready_o[1]        0.55                         10
after global routing  s_qos_i[7]  s_ready_o[1]        0.39                         10
final                 s_qos_i[5]  s_ready_o[1]        0.57                         10
cell usage after synthesis (all sizes together) (2+ instances only):
library cell and number:
o31ai 2, o211ai 2, inv 12, a311oi 4, nor2 16, nor3 2
nand4 4, a22oi 8, a32oi 2, nand3 2, or2 2, o21ai 15
dfxtp 21, nand3b 2, nand2b 2, a31oi 2, nor2b 2, nand2 7
buf 5, a21oi 12, a21o 3, ha 12
metal layers:
metal,GRT usage,routed length (um),share of wire,vias to the layer above
met1,0.0983,2020,0.51,596
met5,0,0,0,-
met2,0.110,1720,0.43,40
met3,0.0180,199,0.050,2
li1,-,-,-,679
met4,0.00490,27,0.0068,0
logic make-up (layout without fill, tap and decap cells):
logic type | after synthesis | count (layout) | share of synthesized area
mux | 1 | 1 | 0.00730
compound gates | 65 | 65 | 0.348
buf+inv | 18 | 63 | 0.0693
simple gates | 41 | 41 | 0.160
flops | 21 | 21 | 0.307
fa+ha+maj | 12 | 12 | 0.109
worst max-delay path: stages:
cell and delay [ns]:
clkdlybuf4s50_1 0.50, inv_1 0.05, ha_1 0.28, nor2b_1 0.13
o211ai_1 0.27, a21boi_0 0.18, o21bai_1 0.26, ha_1 0.23
a21o_1 0.12, clkdlybuf4s50_1 0.46
through the flow:
step           power (uW)  utilization  instances
3_5_place_dp          571        0.277        295
2_1_floorplan         426            -        158
4_1_cts               694        0.284        299
5_1_grt               737        0.284        299
6_report              680        0.284        299
3_3_place_gp          572        0.277        295
area by class of cell:
cell class	count	area, um^2	area share
Clock buffer	3	41.3	0.0211
Clock inverter	1	5.00	0.00256
Inverter	12	45.0	0.0230
Multi-Input combinational cell	119	856	0.437
Sequential cell	21	420	0.215
Tap cell	96	120	0.0613
Timing Repair Buffer	47	470	0.240
sequential cells by signal, summed over array words and instances, names as in the netlist:
| register | count |
|---|---|
| state | 4 |
| qos_i_d | 2 |
| m_id_o | 1 |
| m_valid_o | 1 |
| m_data_o | 8 |
| m_last_o | 1 |
| m_qos_o | 4 |
cell usage in the layout (no fill, tap or decap), types with 2 or more instances in the layout:
master           count
o211ai_1             2
a32oi_1              2
a22oi_1              8
clkdlybuf4s50_1     47
nand2b_1             2
o21ai_0             15
a21o_1               3
nand2_1              7
nand3b_1             2
a311oi_1             4
nor2_1              15
nand4_1              4
nor3_1               2
nand3_1              2
ha_1                12
a31oi_1              2
clkbuf_8             3
inv_1               12
dfxtp_1             21
a21oi_1             11
or2_2                2
Power is estimated from default activity; no workload was simulated.
